$ cat config.mk
export PLATFORM = sky130hd
export DESIGN_NAME = accelbrot_reg
export DESIGN_NICKNAME = accelbrot_reg
export VERILOG_FILES = /design/flow/design.v
export SDC_FILE = /design/flow/constraint.sdc
export NUM_CORES = 4
export LEC_CHECK = 1
export CORE_AREA = 10 10 648 648
export DIE_AREA = 0 0 658 658
$ cat run.sh
#!/bin/bash
# OpenROAD 26Q1-2900-gdf79404cd8, Yosys 0.63+post, stock flow scripts
make -C /OpenROAD-flow-scripts/flow DESIGN_CONFIG=/design/flow/config.mk WORK_HOME=/design/flow/orfs finish
$ cat constraint.sdc
current_design accelbrot_reg

set clk_period 32.3
set clk_io_pct 0.2

create_clock -name clk0 -period $clk_period [get_ports {clk}]

set non_clock_inputs [all_inputs -no_clocks]
set_input_delay [expr $clk_period * $clk_io_pct] -clock clk0 $non_clock_inputs
set_output_delay [expr $clk_period * $clk_io_pct] -clock clk0 [all_outputs]
$ cat design.v
`default_nettype none
module accelbrot_reg #(
    parameter int NCORES = 3,
    parameter int NWORDS = 8,
    parameter int IWIDTH = 6,
    parameter int WWIDTH = 34,
    parameter int CWIDTH = 20,
    parameter int PWIDTH = 12,
    parameter int AXI_ADDR_WIDTH = 32,
    parameter int BUFF_ADDR_WIDTH = 14,
    parameter int BWIDTH = NWORDS * WWIDTH
) (
    input   wire                        clk                 ,
    input   wire                        rstn                ,
    input   wire[15:0]                  reg_address         ,
    input   wire                        reg_write           ,
    input   wire[31:0]                  reg_writedata       ,
    input   wire                        reg_read            ,
    output  wire[31:0]                  reg_readdata        ,
    output  wire                        reg_readdatavalid   ,
    input   wire                        sts_busy            ,
    input   wire[7:0]                   sts_fsm_state       ,
    input   wire[31:0]                  sts_axi_state       ,
    input   wire[31:0]                  sts_num_active      ,
    input   wire[31:0]                  sts_num_queued      ,
    input   wire[31:0]                  sts_num_entered     ,
    input   wire[31:0]                  sts_num_running     ,
    input   wire[31:0]                  sts_num_exited      ,
    input   wire[CWIDTH-1:0]            sts_max_iter        ,
    input   wire[CWIDTH+PWIDTH*2-1:0]   sts_total_iter      ,
    output  wire[7:0]                   ctl_command         ,
    output  wire                        ctl_soft_reset      ,
    output  wire[AXI_ADDR_WIDTH-1:0]    ctl_img_addr        ,
    output  wire[PWIDTH-1:0]            ctl_img_width       ,
    output  wire[PWIDTH-1:0]            ctl_img_height      ,
    output  wire[15:0]                  ctl_img_stride      ,
    output  wire[BWIDTH-1:0]            ctl_a_offset        ,
    output  wire[BWIDTH-1:0]            ctl_b_offset        ,
    output  wire[BWIDTH-1:0]            ctl_a_step_x        ,
    output  wire[BWIDTH-1:0]            ctl_b_step_y        ,
    output  wire[CWIDTH-1:0]            ctl_max_iter        ,
    output  wire[PWIDTH-1:0]            ctl_rect_x          ,
    output  wire[PWIDTH-1:0]            ctl_rect_y          ,
    output  wire[PWIDTH-1:0]            ctl_rect_width      ,
    output  wire[PWIDTH-1:0]            ctl_rect_height     ,
    output  wire[31:0]                  ctl_rect_value      ,
    output  wire[31:0]                  ctl_cmd_flags       ,
    output  wire[BUFF_ADDR_WIDTH-1:0]   buff_addr           ,
    output  wire                        buff_rd_en          ,
    input   wire[31:0]                  buff_rd_data        ,
    input   wire                        buff_rd_ack
);
localparam int ABWIDTH = ((BWIDTH + 31) / 32) * 32;
localparam[31:0] VERSION = 32'h23072300;
localparam[31:0] PRSEED = 32'h00000006;
localparam[15:0] PRM_VERSION        = 16'h0000;
localparam[15:0] PRM_PRSEED         = 16'h000C;
localparam[15:0] PRM_NCORES         = 16'h0010;
localparam[15:0] PRM_NWORDS         = 16'h0014;
localparam[15:0] PRM_WWIDTH         = 16'h0018;
localparam[15:0] PRM_IWIDTH         = 16'h001C;
localparam[15:0] PRM_CWIDTH         = 16'h0020;
localparam[15:0] STS_BUSY           = 16'h0100;
localparam[15:0] STS_LATCH          = 16'h0110;
localparam[15:0] STS_FSM_STATE      = 16'h0120;
localparam[15:0] STS_AXI_STATE      = 16'h0128;
localparam[15:0] STS_NUM_ACTIVE     = 16'h0130;
localparam[15:0] STS_NUM_QUEUED     = 16'h0134;
localparam[15:0] STS_NUM_ENTERED    = 16'h0138;
localparam[15:0] STS_NUM_RUNNING    = 16'h0140;
localparam[15:0] STS_NUM_EXITED     = 16'h0144;
localparam[15:0] STS_MAX_ITER       = 16'h0160;
localparam[15:0] STS_TOTAL_ITER_L   = 16'h0168;
localparam[15:0] STS_TOTAL_ITER_H   = 16'h016C;
localparam[15:0] CTL_SOFT_RESET     = 16'h0400;
localparam[15:0] CTL_COMMAND        = 16'h0410;
localparam[15:0] CTL_IMG_ADDR_L     = 16'h0420;
localparam[15:0] CTL_IMG_ADDR_H     = 16'h0424;
localparam[15:0] CTL_IMG_WIDTH      = 16'h0430;
localparam[15:0] CTL_IMG_HEIGHT     = 16'h0434;
localparam[15:0] CTL_IMG_STRIDE     = 16'h0438;
localparam[15:0] CTL_A_OFFSET       = 16'h0500;
localparam[15:0] CTL_B_OFFSET       = 16'h0504;
localparam[15:0] CTL_A_STEP_X       = 16'h0510;
localparam[15:0] CTL_A_STEP_Y       = 16'h0514;  
localparam[15:0] CTL_B_STEP_X       = 16'h0518;  
localparam[15:0] CTL_B_STEP_Y       = 16'h051C;
localparam[15:0] CTL_MAX_ITER       = 16'h0540;
localparam[15:0] CTL_RECT_X         = 16'h0600;
localparam[15:0] CTL_RECT_Y         = 16'h0604;
localparam[15:0] CTL_RECT_WIDTH     = 16'h0608;
localparam[15:0] CTL_RECT_HEIGHT    = 16'h060c;
localparam[15:0] CTL_RECT_VALUE     = 16'h0610;
localparam[15:0] CTL_CMD_FLAGS      = 16'h0614;
localparam[15:0] BUFF_BASE          = 16'h4000;
logic[7:0]                  r_sts_fsm_state     ;
logic[31:0]                 r_sts_axi_state     ;
logic[31:0]                 r_sts_num_active    ;
logic[31:0]                 r_sts_num_queued    ;
logic[31:0]                 r_sts_num_entered   ;
logic[31:0]                 r_sts_num_running   ;
logic[31:0]                 r_sts_num_exited    ;
logic[CWIDTH-1:0]           r_sts_max_iter      ;
logic[CWIDTH+PWIDTH*2-1:0]  r_sts_total_iter    ;
logic               r_ctl_soft_reset    ;
logic[7:0]          r_ctl_command       ;
logic[63:0]         r_ctl_img_addr      ;
logic[PWIDTH-1:0]   r_ctl_img_width     ;
logic[PWIDTH-1:0]   r_ctl_img_height    ;
logic[15:0]         r_ctl_img_stride    ;
logic[ABWIDTH-1:0]  r_ctl_a_offset      ;
logic[ABWIDTH-1:0]  r_ctl_b_offset      ;
logic[ABWIDTH-1:0]  r_ctl_a_step_x      ;
logic[ABWIDTH-1:0]  r_ctl_b_step_y      ;
logic[CWIDTH-1:0]   r_ctl_max_iter      ;
logic[PWIDTH-1:0]   r_ctl_rect_x        ;
logic[PWIDTH-1:0]   r_ctl_rect_y        ;
logic[PWIDTH-1:0]   r_ctl_rect_width    ;
logic[PWIDTH-1:0]   r_ctl_rect_height   ;
logic[31:0]         r_ctl_rect_value    ;
logic[31:0]         r_ctl_cmd_flags     ;
assign ctl_soft_reset   = r_ctl_soft_reset  ;
assign ctl_command      = r_ctl_command     ;
assign ctl_img_addr     = r_ctl_img_addr    ;
assign ctl_img_width    = r_ctl_img_width   ;
assign ctl_img_height   = r_ctl_img_height  ;
assign ctl_img_stride   = r_ctl_img_stride  ;
assign ctl_a_offset     = r_ctl_a_offset    ;
assign ctl_b_offset     = r_ctl_b_offset    ;
assign ctl_a_step_x     = r_ctl_a_step_x    ;
assign ctl_b_step_y     = r_ctl_b_step_y    ;
assign ctl_max_iter     = r_ctl_max_iter    ;
assign ctl_rect_x       = r_ctl_rect_x      ;
assign ctl_rect_y       = r_ctl_rect_y      ;
assign ctl_rect_width   = r_ctl_rect_width  ;
assign ctl_rect_height  = r_ctl_rect_height ;
assign ctl_rect_value   = r_ctl_rect_value  ;
assign ctl_cmd_flags    = r_ctl_cmd_flags   ;
logic[15:0] r_addr;
logic       r_reg_wr_en;
logic[31:0] r_wr_data;
logic       r_reg_rd_en;
logic       r_buff_rd_en;
always_ff @(posedge clk) begin
    if (!rstn) begin
        r_addr <= '0;
        r_reg_wr_en <= '0;
        r_wr_data <= '0;
        r_reg_rd_en <= '0;
        r_buff_rd_en <= '0;
    end else begin
        r_addr <= reg_address;
        r_reg_wr_en <= (reg_address < BUFF_BASE) && reg_write;
        r_wr_data <= reg_writedata;
        r_reg_rd_en <= (reg_address < BUFF_BASE) && reg_read;
        r_buff_rd_en <= (reg_address >= BUFF_BASE) && reg_read;
    end
end
assign buff_addr = (r_addr - BUFF_BASE) >> 2;
assign buff_rd_en = r_buff_rd_en;
always_ff @(posedge clk) begin
    if (!rstn) begin
        r_ctl_soft_reset <= '0;
        r_ctl_command <= '0;
        r_sts_fsm_state     <= '0;
        r_sts_axi_state     <= '0;
        r_sts_num_active    <= '0;
        r_sts_num_queued    <= '0;
        r_sts_num_entered   <= '0;
        r_sts_num_running   <= '0;
        r_sts_num_exited    <= '0;
        r_sts_max_iter      <= '0;
        r_sts_total_iter    <= '0;
    end else begin
        r_ctl_soft_reset <= (r_reg_wr_en && r_addr == CTL_SOFT_RESET) ? r_wr_data[0] : '0;
        r_ctl_command <= (r_reg_wr_en && r_addr == CTL_COMMAND) ? r_wr_data[7:0] : '0;
        if (r_reg_wr_en && r_addr == STS_LATCH && r_wr_data[0]) begin
            r_sts_fsm_state     <= sts_fsm_state    ;
            r_sts_axi_state     <= sts_axi_state    ;
            r_sts_num_active    <= sts_num_active   ;
            r_sts_num_queued    <= sts_num_queued   ;
            r_sts_num_entered   <= sts_num_entered  ;
            r_sts_num_running   <= sts_num_running  ;
            r_sts_num_exited    <= sts_num_exited   ;
            r_sts_max_iter      <= sts_max_iter     ;
            r_sts_total_iter    <= sts_total_iter   ;
        end
    end
end
always_ff @(posedge clk) begin
    if (!rstn) begin
        r_ctl_img_addr <= '0;
        r_ctl_img_width     <= '0;
        r_ctl_img_height    <= '0;
        r_ctl_img_stride    <= '0;
        r_ctl_a_offset      <= '0;
        r_ctl_b_offset      <= '0;
        r_ctl_a_step_x      <= '0;
        r_ctl_b_step_y      <= '0;
        r_ctl_max_iter      <= '0;
        r_ctl_rect_x        <= '0;
        r_ctl_rect_y        <= '0;
        r_ctl_rect_width    <= '0;
        r_ctl_rect_height   <= '0;
        r_ctl_rect_value    <= '0;
        r_ctl_cmd_flags     <= '0;
    end else if (r_reg_wr_en) begin
        if (r_addr < BUFF_BASE) begin
            case (r_addr)
            CTL_IMG_ADDR_L  : r_ctl_img_addr[31:0] <= r_wr_data;
            CTL_IMG_ADDR_H  : r_ctl_img_addr[63:32]<= r_wr_data;
            CTL_IMG_WIDTH   : r_ctl_img_width   <= r_wr_data;
            CTL_IMG_HEIGHT  : r_ctl_img_height  <= r_wr_data;
            CTL_IMG_STRIDE  : r_ctl_img_stride  <= r_wr_data;
            CTL_A_OFFSET    : r_ctl_a_offset    <= {r_wr_data, r_ctl_a_offset[ABWIDTH-1:32]};
            CTL_B_OFFSET    : r_ctl_b_offset    <= {r_wr_data, r_ctl_b_offset[ABWIDTH-1:32]};
            CTL_A_STEP_X    : r_ctl_a_step_x    <= {r_wr_data, r_ctl_a_step_x[ABWIDTH-1:32]};
            CTL_B_STEP_Y    : r_ctl_b_step_y    <= {r_wr_data, r_ctl_b_step_y[ABWIDTH-1:32]};
            CTL_MAX_ITER    : r_ctl_max_iter    <= r_wr_data;
            CTL_RECT_X      : r_ctl_rect_x      <= r_wr_data;
            CTL_RECT_Y      : r_ctl_rect_y      <= r_wr_data;
            CTL_RECT_WIDTH  : r_ctl_rect_width  <= r_wr_data;
            CTL_RECT_HEIGHT : r_ctl_rect_height <= r_wr_data;
            CTL_RECT_VALUE  : r_ctl_rect_value  <= r_wr_data;
            CTL_CMD_FLAGS   : r_ctl_cmd_flags   <= r_wr_data;
            endcase
        end
    end
end
logic[31:0] r_rd_data;
logic r_rd_ack;
always_ff @(posedge clk) begin
    if (!rstn) begin
        r_rd_data <= '0;
        r_rd_ack <= '0;
    end else if (r_reg_rd_en) begin
        case (r_addr)
        PRM_VERSION     : r_rd_data <= VERSION;
        PRM_PRSEED      : r_rd_data <= PRSEED;
        PRM_NCORES      : r_rd_data <= NCORES;
        PRM_NWORDS      : r_rd_data <= NWORDS;
        PRM_WWIDTH      : r_rd_data <= WWIDTH;
        PRM_IWIDTH      : r_rd_data <= IWIDTH;
        PRM_CWIDTH      : r_rd_data <= CWIDTH;
        STS_BUSY        : r_rd_data <= sts_busy;
        STS_FSM_STATE   : r_rd_data <= r_sts_fsm_state;
        STS_AXI_STATE   : r_rd_data <= r_sts_axi_state;
        STS_NUM_ACTIVE  : r_rd_data <= r_sts_num_active;
        STS_NUM_QUEUED  : r_rd_data <= r_sts_num_queued;
        STS_NUM_ENTERED : r_rd_data <= r_sts_num_entered;
        STS_NUM_RUNNING : r_rd_data <= r_sts_num_running;
        STS_NUM_EXITED  : r_rd_data <= r_sts_num_exited;
        STS_MAX_ITER    : r_rd_data <= r_sts_max_iter;
        STS_TOTAL_ITER_L: r_rd_data <= r_sts_total_iter[31:0];
        STS_TOTAL_ITER_H: r_rd_data <= r_sts_total_iter[CWIDTH+PWIDTH*2-1:32];
        CTL_IMG_ADDR_L  : r_rd_data <= r_ctl_img_addr[31:0];
        CTL_IMG_ADDR_H  : r_rd_data <= r_ctl_img_addr[63:32];
        CTL_IMG_WIDTH   : r_rd_data <= r_ctl_img_width  ;
        CTL_IMG_HEIGHT  : r_rd_data <= r_ctl_img_height ;
        CTL_IMG_STRIDE  : r_rd_data <= r_ctl_img_stride ;
        CTL_A_OFFSET    : r_rd_data <= r_ctl_a_offset[ABWIDTH-1:ABWIDTH-32];
        CTL_B_OFFSET    : r_rd_data <= r_ctl_b_offset[ABWIDTH-1:ABWIDTH-32];
        CTL_A_STEP_X    : r_rd_data <= r_ctl_a_step_x[ABWIDTH-1:ABWIDTH-32];
        CTL_B_STEP_Y    : r_rd_data <= r_ctl_b_step_y[ABWIDTH-1:ABWIDTH-32];
        CTL_MAX_ITER    : r_rd_data <= r_ctl_max_iter   ;
        CTL_RECT_X      : r_rd_data <= r_ctl_rect_x     ;
        CTL_RECT_Y      : r_rd_data <= r_ctl_rect_y     ;
        CTL_RECT_WIDTH  : r_rd_data <= r_ctl_rect_width ;
        CTL_RECT_HEIGHT : r_rd_data <= r_ctl_rect_height;
        CTL_RECT_VALUE  : r_rd_data <= r_ctl_rect_value ;
        CTL_CMD_FLAGS   : r_rd_data <= r_ctl_cmd_flags  ;
        default         : r_rd_data <= '0;
        endcase
        r_rd_ack <= '1;
    end else if (buff_rd_ack) begin
        r_rd_data <= buff_rd_data;
        r_rd_ack  <= '1;
    end else begin
        r_rd_ack  <= '0;
    end
end
assign reg_readdata = r_rd_data;
assign reg_readdatavalid = r_rd_ack;
endmodule
`default_nettype wire
==> Changelog: implementation <==
### Physical design

- Run status: finished, final reports clean
- Part of the power in combinational logic: 0.037
- Post-CTS Setup Inserts: 0
- Pin count of the biggest net entering global routing: 139
- Worst min-delay path class: reg -> reg
- Die height: 658 um
- Total number of vias: 66,400
- Number of hold violations in the final report: 0
- Yosys top cell area share: 0.454
- Largest combinational cell category by area: AND-OR/OR-AND gates
- Clock Pin Slew Worst Setup and Hold Paths: 0.06 ns
- Logic area: 30,500 um^2
- Vias per std cell: 4.33
- Basic Gates by Area: 0.191
- Chip area line of the yosys report: 76,900 um^2
- Minimum hold slack: 0.429 ns
- Total clock buffers created by CTS: 219
- Peak fanout along the critical path: 88
- Top Ports: 1,699
- Total Die Area: 433,000 um^2
- CP bufs+invs: 6
- Total routing usage reported by global routing: 0.229
- Static power due to leakage: 31.0 nW
- Yosys warns: 1
- Grt ovf: 0
- PostCTS Resize Cnt: 0
- Worst path arrival time: 10.42 ns
- Top cells by area: sky130_fd_sc_hd__dfxtp_1 45%, sky130_fd_sc_hd__nand2_1 16%, sky130_fd_sc_hd__buf_4 11%, sky130_fd_sc_hd__a21boi_0 11%, sky130_fd_sc_hd__a21boi_1 5.3%
- Instance count of the mapped netlist: 9,308
- Number of clock sinks: 1,745
- Slowest stage cell, crit path: sky130_fd_sc_hd__buf_4
- Number of levels the H-tree was split into: 4
- # rows: 234
- Slew at the pin with the worst max-slew slack: 1.25 ns
- Power share of the clock group: 0.517
- Number of nets with antenna violations after detailed routing: 0
- Power spent charging and discharging nets: 1.18 mW
- Fraction of the yosys area taken by sequential cells: 0.454
- Rel. slew slack: 0.164
- Starting DRT DRC Count: 6,183
- Synthesized cell area: 76,900 um^2
- Core Footprint: 406,000 um^2
- CTS hold repair buffers: 0
- Number of placed cells counting well taps: 14,800
- Req. time, crit path: 33.06 ns
- Worst hold path depth: 2
- Critical path endpoint category: register
- Layout cells sized above 1: 0.0664
- Worst setup slack after layout: 22.65 ns
- Die width: 658 um
- Synth Area per Inst: 8.26 um^2
- DRC: 0
- Number of search-and-repair iterations in the first detailed-routing pass: 8
- Period Utilization, post-route: 0.299
- Max Cap Violations: 0
- Portion of total power attributed to sequential cells: 0.445
- Compound-cell area share of the yosys netlist: 0.200
- Synth Flop Type: sky130_fd_sc_hd__dfxtp_1
- Number of standard cells in the final layout excluding fillers: 15,300
- Endpoint of the worst hold-timing path: r_ctl_a_step_x[43]
- Beginning of the worst hold path: r_ctl_a_step_x[75]
- Area growth from synthesis to final layout: 28.1%
- Fin. max-slew vios: 0
- Number of buffers on the longest clock path: 4
- Per-cell routed wire length: 33.1 um
- Core Density at Floorplan: 0.189
- Fraction of registers with async set or reset after synthesis: 0
- Sum of routed wire length over all layers: 506,000 um
- Depth of the worst register-to-register path: 11
- Count of different cell masters after synthesis: 70
- Stage delay of the slowest cell on the critical path: 0.65 ns
- Tool warnings: 36
- Post-DP HPWL: 404,000 um
- CTS tree: done
- Sw frac: 0.241
- Clock latency on the worst-skew pair: 0.99 ns
- R2r endpoint: r_ctl_b_step_y[99]
- Commonest cells after routing, fill and taps aside: 3,352 x sky130_fd_sc_hd__nand2_1, 1,743 x sky130_fd_sc_hd__dfxtp_1, 1,696 x sky130_fd_sc_hd__clkdlybuf4s50_1, 1,113 x sky130_fd_sc_hd__a21boi_0, 539 x sky130_fd_sc_hd__a21boi_1
- # setup viols final: 0
- Cell count listed in synth_stat.txt: 9,308
- Fa+ha+maj area frac: 0.000293
- Final clock skew: 0.165 ns
- Critical path class: in -> reg
- Power Total: 4.87 mW
- Number of enable flip-flop cells: 0
- Minimum setup slack after placement: 21.74 ns
- Total Negative Setup Slacks: 0 ns
- CTS Root Buffer Type: sky130_fd_sc_hd__clkbuf_16
- Cell type with the highest aggregate area in the netlist: sky130_fd_sc_hd__dfxtp_1
- First-pass GRT wire length: 648,000 um
- Maximum ir drop on the vdd rail: 0.0475 mV
- Input/output buffers: 1,698
- Sequential standard cell area: 34,900 um^2
- Worst reg2reg setup slack: 26.66 ns
- Achievable clock frequency: 0.104 GHz
- Total power divided by cell area: 49.4 nW/um^2
- Setup repair after global routing missed its margin: false
- Final critical-path required period: 9.65 ns
- Mux share: 0.00220
- Number of storage elements in the synthesis netlist: 1,745
- Routability congestion estimate from global placement: 1.00
- Cell internal pwr: 3.69 mW
- Critical path, cell by cell: buf_8 -> buf_4 -> buf_4 -> buf_4 -> buf_4 -> buf_4 -> a21boi_0
- Dominant delay contributor by cell family on the critical path: buffers and inverters
- CP dominant cell by count: sky130_fd_sc_hd__buf_4
- Antenna violations before repair: 191
- Top logic cell by instance count in the layout: sky130_fd_sc_hd__nand2_1
- # fillers: 43,900
- Category of the worst setup path launch point: input pin
- Via count of the first global-routing pass: 61,800
- Worst reg2reg startpoint: r_addr[14]
- XOR/XNOR share of the synthesized area: 0.000114
[Yosys cell counts, types with 5 or more instances]
master and n:
sky130_fd_sc_hd__a211oi_1 24, sky130_fd_sc_hd__a21boi_0 1113, sky130_fd_sc_hd__a21boi_1 539, sky130_fd_sc_hd__a21oi_1 41, sky130_fd_sc_hd__a221o_1 5, sky130_fd_sc_hd__a221oi_1 51
sky130_fd_sc_hd__a222oi_1 46, sky130_fd_sc_hd__a22o_1 34, sky130_fd_sc_hd__a22oi_1 122, sky130_fd_sc_hd__a31oi_1 6, sky130_fd_sc_hd__a32oi_1 8, sky130_fd_sc_hd__and2_1 66
sky130_fd_sc_hd__and4_1 6, sky130_fd_sc_hd__buf_1 6, sky130_fd_sc_hd__buf_2 224, sky130_fd_sc_hd__buf_4 1175, sky130_fd_sc_hd__clkbuf_1 410, sky130_fd_sc_hd__dfxtp_1 1745
sky130_fd_sc_hd__inv_1 26, sky130_fd_sc_hd__mux2_2 7, sky130_fd_sc_hd__mux2i_1 9, sky130_fd_sc_hd__nand2_1 3359, sky130_fd_sc_hd__nand3_1 41, sky130_fd_sc_hd__nand4_1 31
sky130_fd_sc_hd__nor2_1 35, sky130_fd_sc_hd__nor3_1 31, sky130_fd_sc_hd__nor3_2 5, sky130_fd_sc_hd__nor4_1 23, sky130_fd_sc_hd__nor4_2 11, sky130_fd_sc_hd__nor4_4 10
sky130_fd_sc_hd__o21ai_0 12, sky130_fd_sc_hd__o221ai_1 10
[kinds of logic (layout without fill, tap and decap cells)]
family / count (synthesis) / in the layout
adder cells (fa/ha/maj): 2 / 2
other: 0 / 74
AND/OR/NAND/NOR: 3665 / 3665
multiplexers: 16 / 16
flip-flops: 1745 / 1745
AND-OR/OR-AND: 2034 / 2034
XOR/XNOR: 1 / 1
buffers and inverters: 1845 / 2342
[flip-flops by register name (all words and copies together), names as in the netlist, 44 cells and up]
signal	cells
r_ctl_a_offset	288
r_ctl_b_step_y	288
r_sts_total_iter	44
r_ctl_img_addr	64
r_ctl_a_step_x	288
r_ctl_b_offset	288
[layer usage]
layer	track usage	vias to the layer above	routed length, um
met2	0.354	2874	229000
met3	0.0909	890	49400
met4	0.105	76	29500
met1	0.281	32300	198000
li1	-	30200	-
met5	0	-	461
[worst min-delay path, stage by stage, from the launching register on]
cell,delay [ns]
sky130_fd_sc_hd__dfxtp_1,0.32
sky130_fd_sc_hd__nand2_1,0.06
sky130_fd_sc_hd__a21boi_0,0.07
[power groups by stage]
stage | clock, mW | combinational, mW | sequential, mW
4_1_cts | 2.58 | 0.180 | 2.17
5_1_grt | 2.66 | 0.188 | 2.17
6_report | 2.52 | 0.182 | 2.17
[metrics by stage]
step	utilization	instance area, um^2
5_1_grt	0.242	98400
6_report	0.243	98500
4_1_cts	0.242	98300
3_3_place_gp	0.224	91100
2_1_floorplan	-	76900
3_5_place_dp	0.224	91100
[final cells by class]
type	count	area share
flip-flops and latches	1745	0.355
multi-input cells	5718	0.310
repair buffers	1925	0.190
well taps	5428	0.0690
clock buffers	318	0.0660
clock inverters	73	0.00747
diodes	74	0.00188
inverters	26	0.000991
[how the worst max path moves through the flow]
stage,depth (start not counted),slack [ns],endpoint,from
4_1_cts,7,22.69,r_ctl_a_offset[65],rstn
5_1_grt,7,22.38,r_ctl_a_offset[38],rstn
6_report,7,22.65,r_ctl_a_offset[23],rstn
Power figures rest on the tool's default switching activity, not on a simulated workload.
