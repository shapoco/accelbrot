File: run.sh
#!/bin/bash
# OpenROAD 26Q1-2900-gdf79404cd8, Yosys 0.63+post, stock flow scripts
make -C /OpenROAD-flow-scripts/flow DESIGN_CONFIG=/design/flow/config.mk WORK_HOME=/design/flow/orfs finish
File: config.mk
export PLATFORM = sky130hd
export DESIGN_NAME = accelbrot_loop_exit
export DESIGN_NICKNAME = accelbrot_loop_exit
export VERILOG_FILES = /design/flow/design.v
export SDC_FILE = /design/flow/constraint.sdc
export NUM_CORES = 4
export LEC_CHECK = 1
export CORE_UTILIZATION = 50
export SYNTH_MEMORY_MAX_BITS = 65536
File: constraint.sdc
current_design accelbrot_loop_exit

set clk_period 117.9
set clk_io_pct 0.2

create_clock -name clk0 -period $clk_period [get_ports {clk}]

set non_clock_inputs [all_inputs -no_clocks]
set_input_delay [expr $clk_period * $clk_io_pct] -clock clk0 $non_clock_inputs
set_output_delay [expr $clk_period * $clk_io_pct] -clock clk0 [all_outputs]
File: design.v
`default_nettype none
module accelbrot_com_delay #(
    parameter int       DEPTH   = 1,
    parameter int       WIDTH   = 1,
    parameter[WIDTH-1:0]INIT    = 0
) (
    input   wire            clk     ,
    input   wire            rstn    ,
    input   wire            clken   ,
    input   wire[WIDTH-1:0] in      ,
    output  wire[WIDTH-1:0] out
);
logic[DEPTH-1:0][WIDTH-1:0] sreg;
always_ff @(posedge clk) begin
    if (!rstn) begin
        for(int i = 0; i < DEPTH; i++) begin
            sreg[i] <= INIT;
        end
    end else if (clken) begin
        sreg[0] <= in;
        for(int i = 1; i < DEPTH; i++) begin
            sreg[i] <= sreg[i-1];
        end
    end
end
assign out = sreg[DEPTH-1];
endmodule
`default_nettype wire
`default_nettype none
module accelbrot_com_ram_fifo #(
    parameter int DATA_WIDTH= 32        ,
    parameter int DEPTH     = 16        ,
    parameter int AFULL_TH  = DEPTH - 4 ,
    parameter int AEMPTY_TH = 4         ,
    parameter int SIZE_WIDTH= $clog2(DEPTH+1)
) (
    input   wire                rstn    ,
    input   wire                clk     ,
    output  wire                afull   ,
    output  wire                aempty  ,
    output  wire[SIZE_WIDTH-1:0]written ,
    output  wire[SIZE_WIDTH-1:0]readable,
    output  wire                wr_ready,
    input   wire                wr_valid,
    input   wire[DATA_WIDTH-1:0]wr_data ,
    input   wire                rd_ready,
    output  wire                rd_valid,
    output  wire[DATA_WIDTH-1:0]rd_data
);
    localparam int ADDR_WIDTH = $clog2(DEPTH);
    localparam int ACPT_LATENCY = 4;
    localparam int RAM_RD_LATENCY = 2;
    logic r_wr_ready;
    wire w_wr_acpt, w_wr_acpt_d;
    wire w_rd_acpt, w_rd_acpt_d;
    wire w_rd_cken;
    assign w_wr_acpt = r_wr_ready & wr_valid;
    logic[ADDR_WIDTH-1:0] r_wr_ptr;
    logic[SIZE_WIDTH-1:0] r_written;
    logic[ACPT_LATENCY-1:0] r_wr_acpt_d;
    logic r_afull;
    always_ff @(posedge clk) begin
        if (!rstn) begin
            r_wr_ptr <= '0;
            r_wr_acpt_d <= '0;
            r_written <= '0;
            r_wr_ready <= '0;
            r_afull <= '0;
        end else begin
            if (w_wr_acpt) begin
                if (r_wr_ptr < DEPTH - 1) begin
                    r_wr_ptr <= r_wr_ptr + 'd1;
                end else begin
                    r_wr_ptr <= '0;
                end
            end
            if (w_wr_acpt && !w_rd_acpt_d) begin
                r_written <= r_written + 'd1;
                r_wr_ready <= r_written < DEPTH - 1;
            end else if (!w_wr_acpt && w_rd_acpt_d) begin
                r_written <= r_written - 'd1;
                r_wr_ready <= '1;
            end else begin
                r_wr_ready <= r_written < DEPTH;
            end
            r_afull <= r_written > AFULL_TH;
            r_wr_acpt_d <= {r_wr_acpt_d[ACPT_LATENCY-2:0], w_wr_acpt};
        end
    end
    assign wr_ready = r_wr_ready;
    assign written = r_written;
    assign afull = r_afull;
    assign w_wr_acpt_d = r_wr_acpt_d[ACPT_LATENCY-1];
    wire[DATA_WIDTH-1:0] w_rd_data;
    accelbrot_com_ram_sdp #(
        .DATA_WIDTH (DATA_WIDTH ),
        .ADDR_WIDTH (ADDR_WIDTH ),
        .DEPTH      (DEPTH      )
    ) ram_i (
        .wr_clk (clk        ),  
        .wr_en  (w_wr_acpt  ),  
        .wr_addr(r_wr_ptr   ),  
        .wr_data(wr_data    ),  
        .rd_clk (clk        ),  
        .rd_en  (w_rd_cken  ),  
        .rd_addr(r_rd_ptr   ),  
        .rd_data(rd_data    )   
    );
    logic[SIZE_WIDTH-1:0] r_fetchable;
    logic r_fetch_en;
    assign w_rd_acpt = w_rd_cken & r_fetch_en_d[RAM_RD_LATENCY-1];
    logic[ADDR_WIDTH-1:0] r_rd_ptr;
    logic[RAM_RD_LATENCY-1:0] r_fetch_en_d;
    logic[ACPT_LATENCY-1:0] r_rd_acpt_d;
    logic[RAM_RD_LATENCY-1:0][SIZE_WIDTH-1:0] r_fetchable_d;
    logic[DATA_WIDTH-1:0] r_rd_data;
    logic r_aempty;
    always_ff @(posedge clk) begin
        if (!rstn) begin
            r_rd_ptr <= '0;
            r_fetchable <= '0;
            r_fetchable_d <= '0;
            r_fetch_en <= '0;
            r_fetch_en_d <= '0;
            r_rd_acpt_d <= '0;
            r_aempty <= '0;
        end else begin
            if (w_rd_cken) begin
                if (r_fetch_en) begin
                    if (r_rd_ptr < DEPTH - 1) begin
                        r_rd_ptr <= r_rd_ptr + 'd1;
                    end else begin
                        r_rd_ptr <= '0;
                    end
                end
                r_fetch_en_d <= {r_fetch_en_d[RAM_RD_LATENCY-2:0], r_fetch_en};
            end
            if (w_rd_cken && r_fetch_en && !w_wr_acpt_d) begin
                r_fetchable <= r_fetchable - 'd1;
                r_fetch_en <= r_fetchable > 'd1;
            end else if (!(w_rd_cken && r_fetch_en) && w_wr_acpt_d) begin
                r_fetchable <= r_fetchable + 'd1;
                r_fetch_en <= '1;
            end else begin
                r_fetch_en <= r_fetchable > '0;
            end
            r_rd_acpt_d <= {r_rd_acpt_d[ACPT_LATENCY-2:0], w_rd_acpt};
            r_fetchable_d <= {r_fetchable_d[RAM_RD_LATENCY-2:0], r_fetchable};
            r_aempty <= r_fetchable_d[RAM_RD_LATENCY-1] < AEMPTY_TH;
        end
    end
    assign w_rd_acpt_d = r_rd_acpt_d[ACPT_LATENCY-1];
    wire w_rd_valid = r_fetch_en_d[RAM_RD_LATENCY-1];
    assign rd_valid = w_rd_valid;
    assign readable = r_fetchable_d[RAM_RD_LATENCY-1];
    assign aempty = r_aempty;
    assign w_rd_cken = rd_ready || !w_rd_valid;
endmodule
`default_nettype wire
`default_nettype none
module accelbrot_com_ram_sdp #(
    parameter int DATA_WIDTH = 32,
    parameter int ADDR_WIDTH = 10,
    parameter int DEPTH      = 1 << ADDR_WIDTH
) (
    input   wire                    wr_clk  ,
    input   wire                    wr_en   ,
    input   wire[ADDR_WIDTH-1:0]    wr_addr ,
    input   wire[DATA_WIDTH-1:0]    wr_data ,
    input   wire                    rd_clk  ,
    input   wire                    rd_en   ,
    input   wire[ADDR_WIDTH-1:0]    rd_addr ,
    output  wire[DATA_WIDTH-1:0]    rd_data
);
reg[DATA_WIDTH-1:0] mem [0:DEPTH-1];
logic r_wr_en;
logic[ADDR_WIDTH-1:0] r_wr_addr;
logic[DATA_WIDTH-1:0] r_wr_data;
always_ff @(posedge wr_clk) begin
    r_wr_en <= wr_en;
    r_wr_addr <= wr_addr;
    r_wr_data <= wr_data;
end
always_ff @(posedge wr_clk) begin
    if (r_wr_en) begin
        mem[r_wr_addr] <= r_wr_data;
    end
end
logic[ADDR_WIDTH-1:0] r_rd_addr;
logic[DATA_WIDTH-1:0] r_rd_data;
always_ff @(posedge rd_clk) begin
    if (rd_en) begin
        r_rd_addr <= rd_addr;
        r_rd_data <= mem[r_rd_addr];
    end
end
assign rd_data = r_rd_data;
endmodule
`default_nettype wire
`default_nettype none
module accelbrot_loop_exit #(
    parameter int NWORDS = 8,
    parameter int WWIDTH = 34,
    parameter int CWIDTH = 16,
    parameter int TWIDTH = 24
) (
    input   wire            clk             ,
    input   wire            rstn            ,
    output  wire[31:0]      sts_num_exited  ,
    input   wire[WWIDTH-1:0]in_x            ,
    input   wire[WWIDTH-1:0]in_y            ,
    input   wire[WWIDTH-1:0]in_a            ,
    input   wire[WWIDTH-1:0]in_b            ,
    input   wire[TWIDTH-1:0]in_tag          ,
    input   wire[CWIDTH-1:0]in_count        ,
    input   wire            in_finish       ,
    input   wire            in_start        ,
    input   wire            in_valid        ,
    output  wire[WWIDTH-1:0]out_x           ,
    output  wire[WWIDTH-1:0]out_y           ,
    output  wire[WWIDTH-1:0]out_a           ,
    output  wire[WWIDTH-1:0]out_b           ,
    output  wire[TWIDTH-1:0]out_tag         ,
    output  wire[CWIDTH-1:0]out_count       ,
    output  wire            out_finish      ,
    output  wire            out_start       ,
    output  wire            out_valid       ,
    output  wire[TWIDTH-1:0]exit_tag        ,
    output  wire[CWIDTH-1:0]exit_count      ,
    output  wire            exit_valid      ,
    input   wire            exit_ready
);
localparam int CNTR_WIDTH = $clog2(NWORDS * 2);
localparam int FIFO_DEPTH = 145;
logic[CNTR_WIDTH-1:0] r_in_cntr;
always_ff @(posedge clk) begin
    if (!rstn) begin
        r_in_cntr      <= '0;
    end else if (in_valid && in_start) begin
        r_in_cntr <= 'd1;
    end else if ('0 < r_in_cntr && r_in_cntr < NWORDS - 1) begin
        r_in_cntr <= r_in_cntr + 'd1;
    end else begin
        r_in_cntr <= '0;
    end
end
wire w_exit_bp;
wire w_finish_acpt = in_finish && !w_exit_bp;
wire w_out_start  = (r_in_cntr == NWORDS - 1) && !w_finish_acpt;
wire w_exit_valid = (r_in_cntr == NWORDS - 1) && w_finish_acpt;
logic[CNTR_WIDTH-1:0] r_out_cntr;
logic r_out_start;
logic r_out_valid;
always_ff @(posedge clk) begin
    if (!rstn) begin
        r_out_cntr  <= '0;
        r_out_start <= '0;
        r_out_valid <= '0;
    end else if (w_out_start) begin
        r_out_cntr  <= NWORDS;
        r_out_start <= '1;
        r_out_valid <= '1;
    end else if (NWORDS <= r_out_cntr && r_out_cntr < NWORDS * 2 - 1) begin
        r_out_cntr  <= r_out_cntr + 'd1;
        r_out_start <= '0;
        r_out_valid <= '1;
    end else begin
        r_out_cntr  <= '0;
        r_out_start <= '0;
        r_out_valid <= '0;
    end
end
assign out_start = r_out_start;
assign out_valid = r_out_valid;
logic[TWIDTH-1:0] r_tag;
logic[CWIDTH-1:0] r_count;
logic r_finish;
always_ff @(posedge clk) begin
    if (!rstn) begin
        r_tag   <= '0;
        r_count <= '0;
        r_finish<= '0;
    end else if (r_in_cntr == NWORDS - 1) begin
        r_tag    <= in_tag;
        r_count  <= in_count;
        r_finish <= in_finish;
    end
end
assign out_tag = r_tag;
assign out_count = r_count;
assign out_finish = r_finish;
accelbrot_com_delay #(
    .DEPTH(NWORDS),
    .WIDTH(WWIDTH * 4)
) delay_w_i (
    .clk    (clk    ),  
    .rstn   (rstn   ),  
    .clken  ('1     ),  
    .in     ({in_b, in_a, in_y, in_x}),  
    .out    ({out_b, out_a, out_y, out_x})   
);
logic r_exit_valid;
always_ff @(posedge clk) begin
    if (!rstn) begin
        r_exit_valid <= '0;
    end else begin
        r_exit_valid <= w_exit_valid;
    end
end
wire[$clog2(FIFO_DEPTH+1)-1:0] w_written;
accelbrot_com_ram_fifo #(
    .DATA_WIDTH (CWIDTH + TWIDTH),
    .DEPTH      (FIFO_DEPTH     ),
    .AFULL_TH   (FIFO_DEPTH - 8 )
) u_fifo_exit (
    .rstn       (rstn           ),  
    .clk        (clk            ),  
    .afull      (w_exit_bp      ),  
    .aempty     (      ),  
    .written    (w_written      ),  
    .readable   (      ),  
    .wr_data    ({r_tag, r_count}),  
    .wr_valid   (r_exit_valid   ),  
    .wr_ready   (      ),  
    .rd_data    ({exit_tag, exit_count}),  
    .rd_valid   (exit_valid     ),  
    .rd_ready   (exit_ready     )   
);
logic[31:0] r_exited;
always_ff @(posedge clk) begin
    if (!rstn) begin
        r_exited <= '0;
    end else begin
        r_exited <= w_written;
    end
end
assign sts_num_exited = r_exited;
endmodule
`default_nettype wire
==> changes_impl.md <==
### Implementation results

- Tool Warnings: 58
- Final Setup Violations: 0
- Slew margin rel.: 0.0461
- First-pass GRT wire length: 979000 um
- Max incr delay on CP: between 700 and 800 ps
- Final Hold Fails: 0
- Wirelength per Cell: approximately 33 um
- Dpl hpwl: between 400000 and 500000 um
- Peak Freq: ~38 MHz
- Yosys cell count: between 10000 and 15000
- Placer congestion estimate: roughly 0.94
- Hold Startpoint: r_count[11]
- Synth Area per Inst: about 21 um^2
- Static leakage power: 94.8 nW
- Kind of start point of the critical path: primary input
- Die y size: 721 um
- Post-synth ARST share: 0
- Max Root-Sink Buffers: 4
- Switching Power: about 0.0014 W
- Actual slew at the worst max-slew pin: between 1000 and 1500 ps
- Flip-flops with a built-in enable: roughly 6000
- Filler cell count: 36200
- Final antenna-violating net count: 0
- Clk latency of the worst-skew pair: approximately 1100 ps
- Commonest cells in the netlist: edfxtp_1, mux4_2, dfxtp_1
- Sequential share of power: 0.469
- # resized after CTS: 0
- Vias: between 100k and 150k
- # H-tree levels: 6
- First DRT Iteration DRCs: roughly 8200
- Switching Fraction: 0.246
- CP max-delay cell: buf_4
- Share of cells above drive strength 1: 0.234
- Netlist Area Pre-Place: about 0.26 mm^2
- Chip area: between 0.5 and 0.6 mm^2
- CTS root buffer: clkbuf_16
- Post-Syn Instances: 12500
- Crit path from: rstn
- Worst-path clk slew: ~60 ps
- Total Wirelength: around 700000 um
- Finished Layout Cells: between 20000 and 25000
- Clock Sinks: a little over 7000
- Rows: between 200 and 300
- Yosys top cell area share: 0.680
- PnR Total Power: roughly 0.0058 W
- PwrDens: about 20 mW/mm^2
- Largest net degree at the start of global routing: 205
- CTS Buf Count: between 700 and 800
- R2R Path Start: u_fifo_exit.ram_i.r_rd_addr[0]
- Yosys stat area: 0.258 mm^2
- Hold Path Class: reg -> reg
- Crit path top cell by count: buf_4
- RSZ-0062 raised after global routing: no
- Skew final: a little under 80 ps
- Port Buffers: 409
- Vias per cell: between 5 and 6
- Worst Path Arrival: between 20000 and 30000 ps
- YS warnings: 4
- Layout area overhead: 14.3%
- Power share of the combinational group: 0.154
- Number of global-route vias before repair: roughly 140k
- Tcrit/Tclk final: 0.222
- IO Pins: approximately 430
- Pre-CTS WS: a little over 90000 ps
- Post-synth top flop: edfxtp_1
- CP Cell Sequence: buf_8 > buf_4 > buf_4 > buf_4 > buf_4 > and2_1
- Internal Power: ~0.0043 W
- Yosys top cell by area: edfxtp_1
- Cell Count Post-Placement: about 20000
- Register area share after synthesis: 0.776
- Slew Viols, Final: 0
- Global Route Usage Sum: 0.304
- Placeable Area: 0.514 mm^2
- Floorplan core density: 0.503
- Hold buffer count at CTS: 0
- Critical path required time: approximately 120000 ps
- Setup crit end kind: flip-flop
- Initial antenna violation count: roughly 56
- Die W: roughly 700 um
- Setup bufs post-CTS: 0
- Max-cap violation count: 0
- Critical path class: in -> reg
- CTS tree: built
- Final WS setup: about 92000 ps
- Synth Register Bits: about 7000
- Status: complete, no violations
- Post-route DRC: 0
- Worst-path fanout max: about 190
- Post-layout min period: 26210 ps
- Setup TNS: 0 ps
- Top cells by area: edfxtp_1, mux4_2, dfxtp_1
- Clock share of power: 0.377
- Distinct cells, synth: about 64
- Gr ovfl total: 0
- Max VDD drop: 0.0177 mV
- Drt pass-1 iters: 7
- Synth top cell by count: edfxtp_1
==> layer usage <==
metal,GRT usage,share of wire,up-vias
met1,0.333,0.28,60700
li1,-,-,51800
met4,0.122,0.056,61
met3,0.260,0.20,1343
met5,0.0492,0.0038,-
met2,0.427,0.46,8799
==> registers in the layout (all words and copies together) (netlist names), 2 cells and up <==
register	count
u_fifo_exit.ram_i.r_rd_addr	8
u_fifo_exit.r_wr_acpt_d	4
r_count	16
r_in_cntr	4
u_fifo_exit.r_written	8
r_out_cntr	4
u_fifo_exit.r_rd_ptr	8
u_fifo_exit.r_rd_acpt_d	4
u_fifo_exit.ram_i.r_wr_data	40
r_tag	24
u_fifo_exit.r_fetchable	8
u_fifo_exit.ram_i.r_rd_data	40
u_fifo_exit.ram_i.r_wr_addr	8
r_exited	8
u_fifo_exit.r_fetch_en_d	2
delay_w_i.sreg	1088
u_fifo_exit.ram_i.mem	5800
u_fifo_exit.r_wr_ptr	8
==> worst paths after layout <==
check                           slack, ps                              end  depth (start not counted)
worst max register to register     110370  u_fifo_exit.ram_i.r_rd_data[10]                         14
worst max-delay path                91690              delay_w_i.sreg[954]                          6
worst min register to register        360  u_fifo_exit.ram_i.r_wr_data[11]                          0
worst min-delay path                  360  u_fifo_exit.ram_i.r_wr_data[11]                          0
==> kinds of logic after synthesis <==
logic type | synth area share
adder cells (fa/ha/maj) | 0.00105
XOR/XNOR | 0.000814
multiplexers | 0.144
buffers and inverters | 0.0186
AND/OR/NAND/NOR | 0.0391
flip-flops | 0.776
other | 0.0000145
AND-OR/OR-AND | 0.0205
==> critical path, delay by kind of cell <==
kind | cells | cell delay [ps]
buffers and inverters | 5 | 3210
AND/OR/NAND/NOR | 1 | 240
==> final cells by class <==
cell class	count	area (um^2)	area share
well taps	6890	8620	0.0292
multi-input cells	4555	54300	0.184
flip-flops and latches	7090	201000	0.680
clock inverters	343	3620	0.0123
inverters	29	113	0.000381
clock buffers	920	18900	0.0642
diodes	71	178	0.000602
repair buffers	1023	8830	0.0299
==> layout by cell type, fill, tap and decap left out, types with 31 or more instances in the layout <==
master,n
edfxtp_1,5848
mux4_2,1448
dfxtp_1,1202
and2_1,1125
clkbuf_16,713
buf_4,604
mux2i_1,438
clkdlybuf4s50_1,408
nand2_1,247
o22ai_1,190
clkbuf_1,174
nor2_4,146
clkinv_1,131
a22oi_1,115
a21oi_1,106
nor2_1,101
clkinv_2,92
a211oi_1,85
diode_2,71
nor2b_1,65
o211ai_1,55
bufinv_16,44
nand3_1,42
dfxtp_4,40
clkbuf_8,32
o21ai_1,31
==> power by group through the flow <==
stage                 clock network (W)  registers (W)  logic, W
after CTS                       0.00220        0.00270  0.000901
after global routing            0.00230        0.00270  0.000945
final                           0.00217        0.00270  0.000886
==> stage by stage <==
step	area, um^2	hold WS (ps)	util
floorplan	258000	331	-
global placement	272000	361	0.530
detailed placement	272000	359	0.530
CTS	295000	342	0.574
global route	295000	348	0.575
finish	295000	362	0.575
Power and IR drop assume default switching activity.
