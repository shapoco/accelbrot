--- design/flow/design.v ---
`default_nettype none
module accelbrot_com_mult_u2x2 #(
    parameter int WWIDTH = 34
) (
    input   wire                clk ,
    input   wire[WWIDTH-1:0]    a   ,
    input   wire[WWIDTH-1:0]    b   ,
    input   wire                cea ,
    input   wire                ceb ,
    output  wire[WWIDTH*2-1:0]  q
);
localparam int HWIDTH = WWIDTH / 2;
logic[1:0][HWIDTH-1:0] r_a;
logic[1:0][HWIDTH-1:0] r_b;
always_ff @(posedge clk) begin
    if (cea) r_a <= a;
    if (ceb) r_b <= b;
end
logic[1:0][HWIDTH-1:0] r_ab00;
logic[1:0][HWIDTH-1:0] r_ab01;
logic[1:0][HWIDTH-1:0] r_ab10;
logic[1:0][HWIDTH-1:0] r_ab11;
always_ff @(posedge clk) begin
    r_ab00 <= r_a[0] * r_b[0];
    r_ab10 <= r_a[1] * r_b[0];
    r_ab01 <= r_a[0] * r_b[1];
    r_ab11 <= r_a[1] * r_b[1];
end
logic[1:0][HWIDTH-1:0] r_ab00_d;
logic[1:0][HWIDTH-1:0] r_ab01_d;
logic[1:0][HWIDTH-1:0] r_ab10_d;
logic[1:0][HWIDTH-1:0] r_ab11_d;
logic[HWIDTH+1:0] r_tmp1;
always_ff @(posedge clk) begin
    r_tmp1 <= r_ab00[1] + r_ab10[0] + r_ab01[0];
    r_ab00_d <= r_ab00;
    r_ab01_d <= r_ab01;
    r_ab10_d <= r_ab10;
    r_ab11_d <= r_ab11;
end
logic[3:0][HWIDTH-1:0] r_q;
always_ff @(posedge clk) begin
    reg[HWIDTH+1:0] tmp2;
    tmp2 = r_ab10_d[1] + r_ab01_d[1] + r_ab11_d[0] + r_tmp1[HWIDTH+1:HWIDTH];
    r_q[0] <= r_ab00_d[0];
    r_q[1] <= r_tmp1[HWIDTH-1:0];
    r_q[2] <= tmp2[HWIDTH-1:0];
    r_q[3] <= r_ab11_d[1] + tmp2[HWIDTH+1:HWIDTH];
end
assign q = r_q;
endmodule
`default_nettype wire
--- design/flow/run.sh ---
#!/bin/bash
# OpenROAD 26Q1-2900-gdf79404cd8, Yosys 0.63+post, stock flow scripts
make -C /OpenROAD-flow-scripts/flow DESIGN_CONFIG=/design/flow/config.mk WORK_HOME=/design/flow/orfs finish
--- design/flow/config.mk ---
export PLATFORM = sky130hd
export DESIGN_NAME = accelbrot_com_mult_u2x2
export DESIGN_NICKNAME = accelbrot_com_mult_u2x2
export VERILOG_FILES = /design/flow/design.v
export SDC_FILE = /design/flow/constraint.sdc
export NUM_CORES = 4
export LEC_CHECK = 1
export CORE_UTILIZATION = 40
--- design/flow/constraint.sdc ---
current_design accelbrot_com_mult_u2x2

set clk_period 17.0
set clk_io_pct 0.2

create_clock -name clk0 -period $clk_period [get_ports {clk}]

set non_clock_inputs [all_inputs -no_clocks]
set_input_delay [expr $clk_period * $clk_io_pct] -clock clk0 $non_clock_inputs
set_output_delay [expr $clk_period * $clk_io_pct] -clock clk0 [all_outputs]
==> results.ini <==
[status]
run_status = finished, final reports clean

[global_routing]
combined_global_route_utilization_of_all_metal_layers_pct = 22.1
grt-ovfl-total = 0
antenna_violations_before_repair = 7
grt_first_pass_wirelength_um = 202000
pin_count_of_the_biggest_net_entering_global_routing = 35
vias_in_the_first_global_route = 36400

[worst_setup_path]
worst_setup_path_end_kind = flop
timing.reg2reg.worst_path_depth = 20
worst-setup-path-type = flop to flop
critPathRequiredTime_ns = 17.54
setup.worst_path.start_class = flop
rrSetupSlack_ns = 10.31
worstReg2RegStart = r_a[8]
arrival_ns = 7.23
r2r_end = r_ab00[31]
critical_path_peak_fanout = 19
crit_path_end = r_ab00[31]
critical_path.startpoint = r_a[8]

[clock_tree]
maximum_clock_insertion_buffer_count = 3
postCtsHoldBufs = 0
cts_buf_count = 46
h-tree-depth = 2
post_cts.resized_instances = 0
cts.repair_timing.setup_buffer_count = 0
tritoncts = built
total_number_of_clock_tree_sinks = 376
worst_path_clk_slew_ns = 0.07
clk_latency_ns = 0.66
cts-root-buf = sky130_fd_sc_hd__clkbuf_16

[placement]
placed_cells = 6806
place_area_mm2 = 0.0524
place_ws_ns = 10.28
place.port_buffers = 138
finalWeightedCongestion = 0.909
detailedPlacementHpwl_um = 92200

[sta]
timing.clock.skew_ns = 0.0352
grt_setup_unrepaired = false
clock.fmax_ghz = 0.149
hold_ws_ns = 0.320
max-slew-margin-rel_pct = 55.0
final_tally_of_max_slew_violations = 0
final_worst_path_cycle_share_pct = 39.4
setup_ws_ns = 10.31
hold_violations = 0
final_setup_violations = 0
post-route-min-period_ns = 6.69
setup_tns_ns = 0
tightestPinTransition_ns = 0.671

[synthesis]
yosysChipArea_mm2 = 0.0493
library_cell_occupying_the_most_area_in_the_post_synthesis_netlist = sky130_fd_sc_hd__fa_1
ys.flop_type = sky130_fd_sc_hd__dfxtp_1
post_synth_inst_count = 5198
synth-cells-yosys = 5198
synth-edff-count = 68
synthesis.yosys.warnings = 1
synth_largest_type_area_fraction_pct = 37.9
synth_area_per_cell_um2 = 9.49
post_synth_instance_area_mm2 = 0.0493
ys_seq_share_pct = 16.6
top_cells_by_area = sky130_fd_sc_hd__fa_1 (38%), sky130_fd_sc_hd__dfxtp_1 (12%), sky130_fd_sc_hd__ha_1 (12%)
post_synth_regs = 376
synth.lib_cells_used.distinct = 72
ys_async_sr_fraction_pct = 0

[floorplan]
fp-utilization_pct = 40.4
core_area_mm2 = 0.122
die_width_um = 353
chip_area_mm2 = 0.125
std_cell_rows = 128
io_pins = 139
height_of_the_chip_um = 353

[layout]
area_growth_pct = 9.49
filler_cell_count = 11600
finish.utilization_pct = 44.3
final_cell_count_no_fill = 6890
area.combinational_mm2 = 0.0361
drive_above_1_share_pct = 3.46
final_design_area_no_fill_mm2 = 0.0540
regArea_mm2 = 0.00821

[drt]
number_of_detailed_route_iterations_in_the_first_pass = 5
dr_total_vias = 33800
insertedDiodeCount = 0
dr.first_iter.drc_count = 1424
drcViolationCount = 0
routed_wire_length_per_instance_um = 18.0
postRouteWirelength_um = 124000
route.detailed.vias_per_inst = 4.90
drtAntennaViolNets = 0

[flow_run]
warning_count = 25
max_cap_viol_count = 0

[min_path]
min_path_type = flop to flop

layout make-up:
| type | count | area share [%] |
|---|---|---|
| Tap cell | 1625 | 3.76 |
| Timing Repair Buffer | 209 | 3.52 |
| Inverter | 1109 | 7.70 |
| Multi-Input combinational cell | 3487 | 66.9 |
| Clock buffer | 59 | 2.41 |
| Clock inverter | 25 | 0.556 |
| Sequential cell | 376 | 15.2 |
worst min path at each step:
stage / start / to / cells past startpoint
after CTS: r_ab11[19] / r_ab11_d[19] / 0
after global routing: r_tmp1[3] / r_q[20] / 0
final: r_ab11[19] / r_ab11_d[19] / 0
placed cells by master (no fill, tap or decap), types with 16 or more instances in the layout:
master	instances
sky130_fd_sc_hd__nor3_1	19
sky130_fd_sc_hd__clkdlybuf4s50_1	136
sky130_fd_sc_hd__dfxtp_1	308
sky130_fd_sc_hd__and2_1	518
sky130_fd_sc_hd__nand2_1	742
sky130_fd_sc_hd__edfxtp_1	68
sky130_fd_sc_hd__inv_1	1109
sky130_fd_sc_hd__nor2_1	87
sky130_fd_sc_hd__fa_1	934
sky130_fd_sc_hd__nor2b_1	16
sky130_fd_sc_hd__a21oi_1	135
sky130_fd_sc_hd__nand3_1	40
sky130_fd_sc_hd__o21bai_1	23
sky130_fd_sc_hd__xor2_1	54
sky130_fd_sc_hd__clkbuf_16	47
sky130_fd_sc_hd__nand2b_1	18
sky130_fd_sc_hd__a21o_1	63
sky130_fd_sc_hd__ha_1	483
sky130_fd_sc_hd__o21ai_0	68
sky130_fd_sc_hd__xnor2_1	104
sky130_fd_sc_hd__buf_4	71
sky130_fd_sc_hd__nand4_1	22
cells by family (layout without fill, tap and decap cells):
family                     after synthesis  in the layout  synth area share (%)
muxes                                    3              3                0.0634
and+or+nand+nor                       1504           1504                  14.8
DFF                                    376            376                  16.6
adders and majority gates             1417           1417                  50.1
AOI/OAI and AO/OA                      405            405                  5.41
buffers and inverters                 1335           1402                  10.2
xor gates and xnor gates               158            158                  2.80
sequential cells by signal (all words and copies together), names as in the netlist:
| name | cells |
|---|---|
| r_b | 34 |
| r_q | 68 |
| r_ab11_d | 34 |
| r_ab10 | 34 |
| r_ab01 | 34 |
| r_ab10_d | 17 |
| r_a | 34 |
| r_ab00_d | 17 |
| r_ab01_d | 17 |
| r_tmp1 | 19 |
| r_ab00 | 34 |
| r_ab11 | 34 |
worst max-delay path, stage by stage, from the launching register on:
cell                       delay [ns]
sky130_fd_sc_hd__edfxtp_1        0.75
sky130_fd_sc_hd__buf_4           0.39
sky130_fd_sc_hd__nand2_1         0.11
sky130_fd_sc_hd__fa_1            0.48
sky130_fd_sc_hd__fa_1            0.55
sky130_fd_sc_hd__inv_1           0.05
sky130_fd_sc_hd__fa_1            0.50
sky130_fd_sc_hd__inv_1           0.05
sky130_fd_sc_hd__fa_1            0.55
sky130_fd_sc_hd__fa_1            0.43
sky130_fd_sc_hd__fa_1            0.49
sky130_fd_sc_hd__inv_1           0.04
sky130_fd_sc_hd__ha_1            0.35
sky130_fd_sc_hd__nand2_1         0.06
sky130_fd_sc_hd__o21ai_0         0.22
sky130_fd_sc_hd__nand3_1         0.18
sky130_fd_sc_hd__a31oi_1         0.39
sky130_fd_sc_hd__o22ai_1         0.24
sky130_fd_sc_hd__nor4_1          0.41
sky130_fd_sc_hd__o221ai_1        0.21
sky130_fd_sc_hd__xnor2_1         0.15
synth_stat cells (all sizes together) (23+ instances only):
| library cell | number |
|---|---|
| inv | 1109 |
| a21oi | 135 |
| fa | 934 |
| and2 | 518 |
| dfxtp | 308 |
| nand2 | 742 |
| clkbuf | 224 |
| xnor2 | 104 |
| xor2 | 54 |
| nor2 | 87 |
| ha | 483 |
| nand3 | 40 |
| o21ai | 73 |
| edfxtp | 68 |
| a21o | 66 |
| o21bai | 23 |
layer usage:
| layer | up-vias | global-route usage (%) | share of wire (%) |
|---|---|---|---|
| li1 | 15700 | - | - |
| met1 | 16800 | 31.7 | 42 |
| met2 | 1128 | 33.4 | 45 |
| met3 | 144 | 9.15 | 11 |
| met4 | 4 | 3.81 | 2.1 |
| met5 | - | 0 | 0.022 |
